==> design.v <==
module pe_unit (
    input wire clk,
    input wire rst,
    input wire signed [7:0] in_data1,
    input wire signed [7:0] in_data2,
    input wire ready,
    output reg signed [23:0] result,
    output reg done,
    output reg [7:0] out_data1,
    output reg [7:0] out_data2
);
    localparam IDLE = 0, CALC = 1, DONE1 = 2, DONE2 = 3;
    reg [1:0] state;
    reg [3:0] data2_addr;
    reg [15:0] temp1;
    reg [7:0] temp2;
    reg signed [15:0] temp3;
    reg sign1;
    reg sign2;
    always @(posedge clk) begin
        if (rst) begin
            state  <= IDLE;
            result <= 24'b0;
        end else begin
            case (state)
                IDLE: begin
                    if (ready) begin
                        state <= CALC;
                        data2_addr <= 4'b0;
                        if (in_data1[7]) begin
                            temp1 <= ~in_data1 + 1;
                            sign1 <= 1'b1;
                        end else begin
                            temp1 <= in_data1;
                            sign1 <= 1'b0;
                        end
                        if (in_data2[7]) begin
                            temp2 <= ~in_data2 + 1;
                            sign2 <= 1'b1;
                        end else begin
                            temp2 <= in_data2;
                            sign2 <= 1'b0;
                        end
                        temp3 <= 16'b0;
                    end
                end
                CALC: begin
                    if (data2_addr == 8) begin
                        state <= DONE1;
                        done <= 1'b1;
                        if (sign1 == sign2) begin
                            result <= result + temp3;
                        end else begin
                            result <= result - temp3;
                        end
                        out_data1 <= in_data1;
                        out_data2 <= in_data2;
                    end else begin
                        if (temp2[data2_addr]) begin
                            temp3 <= temp3 + (temp1 << data2_addr);
                        end
                        data2_addr <= data2_addr + 1;
                    end
                end
                DONE1: begin
                    state <= DONE2;
                    done  <= 0;
                end
                default: begin   
                    state <= IDLE;
                end
            endcase
        end
    end
endmodule
==> run.sh <==
#!/bin/bash
# OpenROAD 26Q1-2900-gdf79404cd8, Yosys 0.63+post, stock flow scripts
make -C /OpenROAD-flow-scripts/flow DESIGN_CONFIG=/design/flow/config.mk WORK_HOME=/design/flow/orfs finish
==> config.mk <==
export PLATFORM = sky130hd
export DESIGN_NAME = pe_unit
export DESIGN_NICKNAME = pe_unit
export VERILOG_FILES = /design/flow/design.v
export SDC_FILE = /design/flow/constraint.sdc
export NUM_CORES = 4
export LEC_CHECK = 1
export CORE_UTILIZATION = 50
==> constraint.sdc <==
current_design pe_unit

set clk_period 9.7
set clk_io_pct 0.2

create_clock -name clk0 -period $clk_period [get_ports {clk}]

set non_clock_inputs [all_inputs -no_clocks]
set_input_delay [expr $clk_period * $clk_io_pct] -clock clk0 $non_clock_inputs
set_output_delay [expr $clk_period * $clk_io_pct] -clock clk0 [all_outputs]
==> notes.md <==
This memo summarizes the results of the implementation run.

Critical path
STA puts the critical path data required time at 9770 ps. At the worst endpoint, the arrival time is 3990 ps. The maximum fanout along the worst path is 19. The critical path class is reg -> reg.

The startpoint class of the critical path is a register. The endpoint class of the critical path is a register.

Cells and area
The multi-input combinational cell area is 3710 um^2. The area taken by flip-flops and latches is 2450 um^2. The area overhead of the layout relative to synthesis is 17.1%. The layout filler cell count is 1024. The finished layout holds 903 standard cells, fillers aside. The post-route netlist has 5.71% of its cells at a drive strength greater than 1.

The cell area after layout is 7410 um^2.

Synthesis
The yosys cell count is 669. The post-synthesis sequential area ratio is 38.7%. For this run, the number of Yosys warnings is 1.

Per the synth log, the flip-flop and latch total comes to 91. The yosys stat chip area is 6330 um^2. Counting distinct cell types in the post-synthesis netlist gives 68.

The number of synthesized flops with an enable pin is 63. The synthesized area divided by synthesized cell count is 9.46 um^2. The most used flip-flop cell after synthesis is sky130_fd_sc_hd__edfxtp_1. The biggest area contributor in the post-synthesis netlist is sky130_fd_sc_hd__edfxtp_1. The synthesis report gives the async set-or-reset register share as 0%. In this run the biggest area consumer among cell types represents 29.9% of the synthesized area. The mapped cell area is 6330 um^2. The synthesized netlist handed to floorplanning was reported with a cell count of 669. Ranked by total cell area, the synthesized netlist is headed by sky130_fd_sc_hd__edfxtp_1, sky130_fd_sc_hd__ha_1, sky130_fd_sc_hd__dfxtp_1.

Floorplanning
For this design the top-level I/O count stands at 60. The floorplan die area is 13100 um^2. The floorplan die height is 115 um. The initial cell density of the core is 52.0%. The x dimension of the die is 115 um. Row generation in the floorplan step produced 40 rows. The area of the core is 12200 um^2.

Route
The routed design uses 510 um of met3 wire. After detailed routing, the met2 layer carries 6.69 mm of wire. The number of violations reported at the end of detailed-routing iteration 0 is 320. Across all layers, the routed design uses 5011 vias. The detail route stage leaves a number of antenna-violating nets equal to 0.

Per the detail_route report, inserted antenna diodes total 0. The script parses the final routing iteration and logs DRC violations as 0. Per the detail_route log, the uppermost layer with routed signals is met4. The detailed-route wire length on metal 1 is 6.39 mm. The routed length per instance is 15.3 um.

In the post-route report, total wirelength is listed as 13.8 mm. The first-pass detailed-route iteration total is 4. The ratio of routed vias to standard cells is 5.55.

Power
The power density over the cells is 135 nW/um^2. The completed layout was analyzed and its total power is 1.00 mW. The leakage power summed over all cells is 2.96 nW. The share of power burned in combinational logic is 19.2%. The script computed the net switching share of total power as 26.3%.

The maximum vdd drop is 0.0000746 V. The total net switching power is 0.264 mW. In the power breakdown, the internal column shows 0.739 mW. Looking at the power breakdown, the clock network takes 36.6% of the total.

Of the total power, registers draw 44.1%.

Clock network
Looking at the worst setup and hold paths, the clock pins of their registers show a slew of 60 ps. The total number of H-tree levels is 3. The number of buffers created by CTS is 9. Per the repair_timing log after CTS, setup buffers inserted total 0. The insertion delay at the late pin of the worst-skew pair is 340 ps. After clock tree synthesis, the flow added hold-fix buffers numbering 0. The clock sink total is 91. The clock tree from TritonCTS is yes. The clock passes through at most 2 buffers. The root buffer cell is sky130_fd_sc_hd__clkbuf_16. The count of instances resized after the clock tree is built is 0.

Global routing
The number of global-route vias before repair came to 4739. Overall routing resource usage recorded by global route was 23.2%. Entering global routing, the biggest net connects 32 pins. The initial antenna violation count is 0. The total congestion overflow is 0. The wire length of the first global-routing pass is 22.9 mm.

Final timing
The final layout reports a setup TNS of 0 ps. Counting pins that exceed their max-slew limit in the final report gives 0. The clock period minus worst slack is 3920 ps. Across all checked pins, the minimum headroom to the slew limit is 41.9%. Setup repair after global routing left no endpoint under its margin. In the final report, the number of endpoints failing setup comes to 0. The highest clock rate this design can be run at is 255 MHz. The total count of hold-check failures in the final report is 0. Dividing the final minimum period by the clock period gives 40.4%. The final clock skew is 5.31 ps.

The pin closest to its max-slew limit shows a slew of 865 ps.

Flow run
The count of warning messages emitted by the tools is 34. The number of max-capacitance violations reported is 0.

Placed design
The instance area at placement is 7110 um^2. Buffers placed on the I/O ports in this run total 59. Counting tap cells, the placed design contains a total of 887 instances. Note, the detailed placer reported a final HPWL of 10.6 mm. The placement summary gives the final routability congestion estimate as 0.918.

Status
The flow ran to the end, and the final reports show no timing, DRC or antenna violations.

Min path
The classification of the worst-slack hold path is reg -> reg.
[flip-flops by register name, summed over array words and instances, names as in the netlist]
signal	count
temp3	16
temp2	8
state	4
data2_addr	4
out_data2	8
out_data1	8
sign2	1
temp1	16
done	1
result	24
sign1	1
[cells in the mapped netlist, drive strengths merged (3+ instances only)]
library cell	n
xor2	19
o22ai	4
a211oi	13
nand4	6
nor2	60
buf	9
o31ai	4
nand3b	8
o211ai	4
mux2	3
dfxtp	28
inv	21
nand2	68
a21o	18
nand3	12
a31oi	5
mux4	4
clkbuf	15
a21boi	3
ha	51
or3	11
and2	9
edfxtp	63
o21bai	9
xnor2	34
nor3	11
o21ai	39
a32o	3
o21a	4
a21oi	65
mux2i	15
and3	7
nor3b	5
nor2b	6
nand2b	7
[cell type report]
type                       instances  share of cell area, %
clock inverter                     3                  0.878
multi-input combinational        539                   50.0
timing repair buffer              68                   8.88
tap                              168                   2.84
sequential                        91                   33.1
inverter                          21                   1.06
clock buffer                      13                   3.24
[placed cells by master, fill, tap and decap left out, types with 15 or more instances in the layout]
master | Yosys | layout
sky130_fd_sc_hd__inv_1 | 21 | 21
sky130_fd_sc_hd__nand2_1 | 67 | 67
sky130_fd_sc_hd__dfxtp_1 | 28 | 28
sky130_fd_sc_hd__o21ai_0 | 35 | 35
sky130_fd_sc_hd__edfxtp_1 | 63 | 63
sky130_fd_sc_hd__a21oi_1 | 64 | 64
sky130_fd_sc_hd__xnor2_1 | 34 | 34
sky130_fd_sc_hd__clkdlybuf4s50_1 | 0 | 59
sky130_fd_sc_hd__nor2_1 | 60 | 59
sky130_fd_sc_hd__ha_1 | 51 | 51
sky130_fd_sc_hd__xor2_1 | 19 | 19
sky130_fd_sc_hd__a21o_1 | 17 | 17
sky130_fd_sc_hd__mux2i_1 | 15 | 15
[power groups by stage]
| stage | sequential (mW) | combinational (mW) | clock, mW |
|---|---|---|---|
| final | 0.443 | 0.193 | 0.368 |
| after global routing | 0.444 | 0.216 | 0.392 |
| after CTS | 0.443 | 0.192 | 0.378 |
[layer usage]
layer | track usage (%) | vias to the layer above
met5 | 0 | -
met4 | 3.72 | 0
met3 | 3.45 | 14
met2 | 38.3 | 104
met1 | 34.9 | 2317
li1 | - | 2576
[metrics by stage]
step                worst slack [ps]  util (%)  hold WS, ps
global placement                5690      58.4          418
detailed placement              5650      58.4          416
global route                    5480      61.0          444
finish                          5780      61.0          433
CTS                             5770      61.0          431
floorplan                       5590         -          393
[cell families after synthesis]
| logic type | count (synthesis) | synth area share (%) |
|---|---|---|
| buf+inv | 45 | 3.14 |
| fa+ha+maj | 53 | 10.7 |
| other cells | 1 | 0.0592 |
| xor+xnor | 53 | 7.33 |
| simple gates | 219 | 16.9 |
| flops | 91 | 38.7 |
| compound gates | 185 | 18.8 |
| mux | 22 | 4.33 |
[critical path, stage by stage, from the launching register on]
cell and delay (ps):
sky130_fd_sc_hd__edfxtp_1 770, sky130_fd_sc_hd__inv_1 410, sky130_fd_sc_hd__and3_1 290, sky130_fd_sc_hd__nor3b_1 140
sky130_fd_sc_hd__ha_1 210, sky130_fd_sc_hd__fa_1 420, sky130_fd_sc_hd__a21o_1 180, sky130_fd_sc_hd__a21oi_1 260
sky130_fd_sc_hd__o31ai_1 140, sky130_fd_sc_hd__o41ai_1 480, sky130_fd_sc_hd__o21ai_1 130, sky130_fd_sc_hd__xnor2_1 150
sky130_fd_sc_hd__nor2_1 50
[worst paths after layout]
kind | from | to | slack, ps | cells after the start
setup / recovery | data2_addr[0] | temp3[14] | 5780 | 12
hold / removal | state[3] | state[0] | 430 | 2
setup reg to reg | data2_addr[0] | temp3[14] | 5780 | 12
hold reg to reg | state[3] | state[0] | 430 | 2
Power and IR drop assume default switching activity.
