$ cat design/flow/config.mk
export PLATFORM = sky130hd
export DESIGN_NAME = pe_unit_fcn
export DESIGN_NICKNAME = pe_unit_fcn
export VERILOG_FILES = /design/flow/design.v
export SDC_FILE = /design/flow/constraint.sdc
export NUM_CORES = 4
export LEC_CHECK = 1
export CORE_UTILIZATION = 30
$ cat design/flow/constraint.sdc
current_design pe_unit_fcn

set clk_period 6.7
set clk_io_pct 0.2

create_clock -name clk0 -period $clk_period [get_ports {clk}]

set non_clock_inputs [all_inputs -no_clocks]
set_input_delay [expr $clk_period * $clk_io_pct] -clock clk0 $non_clock_inputs
set_output_delay [expr $clk_period * $clk_io_pct] -clock clk0 [all_outputs]
$ cat design/flow/design.v
module pe_unit_fcn(
    input  wire              clk,
    input  wire              rst_n,
    input  wire              clr,        
    input  wire              ready,     
    input  wire signed [7:0] in_data1,   
    input  wire signed [7:0] in_data2,   
    output reg  signed [23:0] outdata
);
    always @(posedge clk or negedge rst_n) begin
        if (!rst_n) begin
            outdata <= 24'sd0;
        end else if (clr) begin
            outdata <= 24'sd0;
        end else if (ready) begin
            outdata <= outdata + $signed(in_data1) * $signed(in_data2);
        end
    end
endmodule
$ cat design/flow/run.sh
#!/bin/bash
# OpenROAD 26Q1-2900-gdf79404cd8, Yosys 0.63+post, stock flow scripts
make -C /OpenROAD-flow-scripts/flow DESIGN_CONFIG=/design/flow/config.mk WORK_HOME=/design/flow/orfs finish
==> run notes <==
yosys + openroad results -> Worst Hold Margin=roughly 570 ps, Num CTS Buffers=3, dominant register cell in the synthesized netlist=sky130_fd_sc_hd__dfrtp_1, TNS Setup=0 ps, total clock sinks=24, number of flip-flops under the largest register name=24, maximum root-to-sink buffer count=2, quantity of gates resized following cts=0, class of the most critical hold timing path=flop to flop, period utilization=0.944, area overhead of the layout relative to synthesis=19.7%, RSZ-0062 raised after global routing=false, number of H-tree branching levels=1, number of failing setup endpoints in the final timing report=0, number of design rule violations left after detail routing=0, Gate Count Post-Synth=532, category of the worst setup path launch point=input pin, number of cell instances after yosys synthesis=532, total of flip-flops plus latches after synthesis=24, wire length of the first global-routing pass=between 20000 and 25000 µm, transition at the pin with the smallest max-transition slack=657 ps, outcome=finished clean, clock input transition at the sequential cells of the worst setup and hold paths=about 70 ps, proportion of layout cells with a drive suffix above 1=0.0906, Max Transition Viols Final=0, total global routing overflow=0, Setup crit end kind=flop, Clk Latency, worst-skew pair=around 260 ps, count of buffers inserted at the top-level ports=about 43, final design area excluding fillers=roughly 6400 µm², detailed-route wire length per cell=about 14 µm, final hold vios=0, vias in the first global route=4213, Yosys Warn Count=1, MI comb area=4290 µm², Syn Std Cell Area=5330 µm², synthesized area divided by synthesized cell count=around 10 µm², Seq/Total Area, Yosys=0.113, initial antenna violation count=0, maximum fanout along the worst path=7, flip-flop and latch area=601 µm², overall routed net length=11400 µm, data arrival at the endpoint of the critical path=6460 ps, critical setup path kind=input pin to flop, number of vias per cell=approximately 4.7, standard-cell rows=48, Max Clock Freq=between 150 and 200 MHz, YS chip area=5330 µm², Initial Utilization=0.308, maximum capacitance violations=0, number of logged tool warnings=27, half-perimeter wire length after detailed placement=9980 µm, Antenna diodes=0, die height=135 µm, number of ports placed on the die boundary=44, width of the die=135 µm, post-layout minimum cycle time=6320 ps, total routing resource utilization after global routing=0.147, fill cell instance count of the final layout=1667, post-CTS setup buffer count=0, via count=roughly 3900, DRC marker count from the first detailed-route iteration=117, number of synthesized flops with an enable pin=0, drt pass-1 iters=6, Distinct cells, synth=60, largest register by flop count=outdata, gpl congestion=0.902, post-cts hold buffer count=0, placeable core region=17300 µm², Regs by FF count=outdata (24), remaining antenna violation count after routing=0, clock tree from TritonCTS=yes, Total Die Area=approximately 18000 µm², share of synthesized registers carrying an async set or reset=1.00, maximum number of pins on one net before global-route repair=26, root buffer cell=sky130_fd_sc_hd__clkbuf_16, final clock skew=slightly above 4 ps, Reg2Reg Setup Slack=1770 ps, Area after DPL=6280 µm², required time reported for the critical path endpoint=6840 ps, Worst slew margin=0.560
-- logic make-up (layout without fill, tap and decap cells) --
logic type / count (synthesis) / count (layout) / share of synthesized area
xor+xnor: 11 / 11 / 0.0181
flops: 24 / 24 / 0.113
mux: 10 / 10 / 0.0190
simple gates: 144 / 144 / 0.140
compound gates: 74 / 74 / 0.111
buf+inv: 111 / 186 / 0.0817
fa+ha+maj: 158 / 158 / 0.517
-- per-layer routing --
layer	track usage	wire, µm
met3	0.0496	972
met4	0.0112	90
met1	0.220	5090
met2	0.224	5220
met5	0	0
-- synth_stat cells (all sizes together), types with 2 or more instances --
| cell | n | area (µm²) |
|---|---|---|
| and4 | 2 | 17.5 |
| clkbuf | 5 | 18.8 |
| nand3 | 9 | 45.0 |
| fa | 104 | 2080 |
| or3 | 3 | 18.8 |
| nor3b | 4 | 40.0 |
| nand2 | 41 | 154 |
| a2111o | 3 | 33.8 |
| nor3 | 5 | 25.0 |
| buf | 3 | 30.0 |
| o311ai | 2 | 17.5 |
| nand2b | 3 | 18.8 |
| xnor2 | 9 | 78.8 |
| dfrtp | 24 | 601 |
| o31ai | 5 | 56.3 |
| a31oi | 3 | 33.8 |
| mux2i | 9 | 90.1 |
| nand4 | 2 | 12.5 |
| and3 | 4 | 30.0 |
| and2 | 32 | 200 |
| o21ai | 7 | 38.8 |
| a221o | 2 | 20.0 |
| a21o | 6 | 45.0 |
| a21boi | 5 | 37.5 |
| a211oi | 5 | 37.5 |
| ha | 54 | 676 |
| a32oi | 2 | 25.0 |
| nor2b | 4 | 25.0 |
| inv | 102 | 383 |
| nor4b | 2 | 23.8 |
| nor2 | 30 | 113 |
| o21a | 8 | 60.1 |
| xor2 | 2 | 17.5 |
| o31a | 2 | 17.5 |
| a21oi | 17 | 96.4 |
-- critical path: stages --
cell and delay (ps):
sky130_fd_sc_hd__clkdlybuf4s50_1 500, sky130_fd_sc_hd__buf_4 160, sky130_fd_sc_hd__nand2_1 160, sky130_fd_sc_hd__fa_1 640, sky130_fd_sc_hd__inv_1 290, sky130_fd_sc_hd__fa_1 490
sky130_fd_sc_hd__fa_1 560, sky130_fd_sc_hd__fa_1 420, sky130_fd_sc_hd__ha_1 290, sky130_fd_sc_hd__ha_1 310, sky130_fd_sc_hd__a21o_1 190, sky130_fd_sc_hd__a221o_1 350
sky130_fd_sc_hd__a21oi_1 260, sky130_fd_sc_hd__nor3b_2 250, sky130_fd_sc_hd__a2111o_1 150, sky130_fd_sc_hd__nand3_1 70
-- path summary, 6_finish.rpt --
| kind | startpoint | end | depth (start not counted) |
|---|---|---|---|
| min in group asynchronous | rst_n | outdata[23] | 2 |
| worst max-delay path | in_data1[7] | outdata[23] | 16 |
| worst max register to register | outdata[6] | outdata[20] | 18 |
| max in group asynchronous | rst_n | outdata[17] | 2 |
| worst min register to register | outdata[0] | outdata[0] | 2 |
| worst min-delay path | outdata[0] | outdata[0] | 2 |
-- metrics by stage --
stage	utilization	cells	worst slack (ps)
global placement	0.363	828	156
finish	0.369	832	378
global route	0.369	832	42.1
floorplan	-	532	285
CTS	0.369	832	317
detailed placement	0.363	828	74.5
-- cell usage in the layout, fill, tap and decap left out, types with 4 or more instances in the layout --
| master | n |
|---|---|
| sky130_fd_sc_hd__a21o_1 | 6 |
| sky130_fd_sc_hd__nor2_1 | 30 |
| sky130_fd_sc_hd__buf_4 | 35 |
| sky130_fd_sc_hd__nand3_1 | 9 |
| sky130_fd_sc_hd__o21a_1 | 8 |
| sky130_fd_sc_hd__inv_1 | 101 |
| sky130_fd_sc_hd__ha_1 | 54 |
| sky130_fd_sc_hd__nor2b_1 | 4 |
| sky130_fd_sc_hd__xnor2_1 | 9 |
| sky130_fd_sc_hd__fa_1 | 104 |
| sky130_fd_sc_hd__nand2_1 | 41 |
| sky130_fd_sc_hd__mux2i_1 | 9 |
| sky130_fd_sc_hd__dfrtp_1 | 24 |
| sky130_fd_sc_hd__a211oi_1 | 5 |
| sky130_fd_sc_hd__and2_1 | 32 |
| sky130_fd_sc_hd__nor3_1 | 5 |
| sky130_fd_sc_hd__a21oi_1 | 14 |
| sky130_fd_sc_hd__a21boi_1 | 4 |
| sky130_fd_sc_hd__clkdlybuf4s50_1 | 43 |
-- cell type report --
| cell class | instances | share of cell area |
|---|---|---|
| Multi-Input combinational cell | 397 | 0.673 |
| Timing Repair Buffer | 79 | 0.112 |
| Sequential cell | 24 | 0.0941 |
| Inverter | 103 | 0.0606 |
| Tap cell | 225 | 0.0441 |
| Clock buffer | 3 | 0.0118 |
| Clock inverter | 1 | 0.00471 |
