## design/flow/run.sh

```bash
#!/bin/bash
# OpenROAD 26Q1-2900-gdf79404cd8, Yosys 0.63+post, stock flow scripts
make -C /OpenROAD-flow-scripts/flow DESIGN_CONFIG=/design/flow/config.mk WORK_HOME=/design/flow/orfs finish
```

## design/flow/config.mk

```make
export PLATFORM = sky130hd
export DESIGN_NAME = pack
export DESIGN_NICKNAME = pack
export VERILOG_FILES = /design/flow/design.v
export SDC_FILE = /design/flow/constraint.sdc
export NUM_CORES = 4
export LEC_CHECK = 1
export CORE_AREA = 10 10 100 100
export DIE_AREA = 0 0 110 110
```

## design/flow/constraint.sdc

```tcl
current_design pack

set clk_period 1.8
set clk_io_pct 0.2

create_clock -name clk0 -period $clk_period [get_ports {clk}]

set non_clock_inputs [all_inputs -no_clocks]
set_input_delay [expr $clk_period * $clk_io_pct] -clock clk0 $non_clock_inputs
set_output_delay [expr $clk_period * $clk_io_pct] -clock clk0 [all_outputs]
```

## design/flow/design.v

```verilog
module pack (
    input logic clk,
    input logic rst_n,
    input logic pixel_valid,
    input logic save_done,
    input logic [7:0] in_data,
    output logic save_done_sim,
    output logic pack_valid,
    output logic [31:0] pack_out_data
);
logic [1:0] pix_count;
always_ff @(posedge clk or negedge rst_n) begin
    if (!rst_n) begin
        pix_count <= 2'd0;
    end else begin
        case (pix_count)
            2'd0: pix_count <= pixel_valid ? 2'd1 : 2'd0;
            2'd1: pix_count <= pixel_valid ? 2'd2 : 2'd1;
            2'd2: pix_count <= pixel_valid ? 2'd3 : 2'd2;
            2'd3: pix_count <= save_done ? 2'd0 : 2'd3;
            default: pix_count <= 2'd0;
        endcase
    end
end
always_ff @(posedge clk or negedge rst_n) begin
    if (!rst_n) begin
        pack_valid <= 1'b0;
    end else begin
        if (pack_count == 2'd3) begin
            pack_valid <= save_done ? 1'b0 : 1'b1;
        end
    end
end
always_ff @(posedge clk or negedge rst_n) begin
    if (!rst_n) begin
        save_done_sim <= 1'b0;
    end else begin
        if (pix_count < 2'd3) begin
            save_done_sim <= pixel_valid ? 1'b1: 1'b0;
        end else begin
            save_done_sim <= save_done ? 1'b1 : 1'b0;
        end
    end
end
always_ff @(posedge clk or negedge rst_n) begin
    if (!rst_n) begin
        pack_out_data <= 32'd0;
    end else begin
        case (pix_count)
            2'd0: pack_out_data[7:0] <= in_data;
            2'd1: pack_out_data[15:8] <= in_data;
            2'd2: pack_out_data[23:16] <= in_data;
            2'd3: pack_out_data[31:24] <= in_data;
            default: pack_out_data <= 32'd0;
        endcase
    end
end
endmodule
```

==> results.py <==
# Metrics from the implementation run
metrics = {
    "flow_run": {
        "max_cap_viol_count": 0,
        "warnings": 25,
    },
    "die": {
        "core-area_um2": 7810,
        "chipHeight_um": 110,
        "rows": 32,
        "dieWidth_um": 110,
        "chip_area_um2": 12100,
        "num_io_pins": 46,
        "initCoreUtil": 0.192,
    },
    "routing": {
        "post-route-drc-count": 0,
        "vias": 830,
        "ant_nets": 0,
        "dr.pass1.iters": 3,
        "wirelength_mm": 3.48,
        "vias_per_cell": 3.50,
        "drt_iter0_markers": 23,
        "antenna_cells": 0,
        "routedWlPerCell_um": 14.7,
    },
    "cts": {
        "clock-sinks": 37,
        "cts-hold-fix-buffers": 0,
        "cts_buffers": 5,
        "cts_buffer_depth": 2,
        "cts_resized": 0,
        "ctsRootBufferMaster": "clkbuf_8",
        "insertion_delay_ns": 0.28,
        "postCtsSetupBuffers": 0,
        "cts_tree": "yes",
        "cts.clk_slew.worst_paths_ns": 0.07,
        "htreeDepth": 2,
    },
    "worst_setup_path": {
        "path_cells": "clkdlybuf4s50_1",
        "cp-end-kind": "output pin",
        "rrSetupSlack_ns": 0.51,
        "r2r-end": "save_done_sim",
        "cp_data_arrival_time_ns": 1.13,
        "critical_path_buf_inv_count": 1,
        "crit_type": "flop to output pin",
        "crit_path_start_kind": "flop",
        "required_ns": 1.44,
        "cp_slowest_stage_delay_ns": 0.48,
        "slowest_stage": "clkdlybuf4s50_1",
        "crit_family": "buffers and inverters",
        "crit_fanout": 2,
        "worstRegToRegCells": 2,
    },
    "synth": {
        "ys.flops": 37,
        "syn_avg_cell_area_um2": 17.7,
        "netlist_instances": 85,
        "synth_cell_types": 11,
        "ys_seq_frac": 0.617,
        "ys_area_um2": 1500,
        "syn_area_um2": 1500,
        "ys_cells": 85,
        "yosysWarnings": 2,
    },
    "grt": {
        "gr-usage-all-layers": 0.0576,
        "grt_max_degree": 21,
        "first_global_vias": 954,
        "antenna_found_initial": 0,
        "overflow": 0,
        "grt_pass1_wl_mm": 5.29,
    },
    "sta": {
        "maxSlewHeadroom": 0.573,
        "setup_tns_ns": 0,
        "fin_worst_skew_ns": 0.00476,
        "tightest_slew_ns": 0.640,
        "fmax_ghz": 0.671,
        "setup_viol": 0,
        "hold_violations": 0,
        "post-route-min-period_ns": 1.49,
        "finalCritPeriodShare": 0.828,
        "rsz0062_at_grt": "no",
        "slew_viol_final": 0,
    },
    "layout": {
        "final_cell_mix": "43 x clkdlybuf4s50_1, 36 x dfrtp_1, 24 x mux2_4, 11 x mux2_2, 5 x clkbuf_8",
        "final_cells": 237,
        "fin_area_um2": 2130,
        "drive_gt1_frac": 0.341,
        "lay_top_count": "clkdlybuf4s50_1",
        "areaGrowthSynthToFinish_pct": 41.6,
    },
    "placed_design": {
        "gp_congestion": 0.696,
        "place.port_buffers": 44,
        "post_dp_cell_area_um2": 2050,
        "hpwl_mm": 2.49,
        "dp_cells": 229,
    },
    "power_and_ir_drop": {
        "leakage_uw": 0.000896,
        "power_uw": 3550,
        "cellPowerDensity_nw_per_um2": 1670,
        "vdd_ir_drop_max_v": 0.000621,
    },
    "outcome": {
        "status": "complete, no violations",
    },
    "min_path": {
        "hp-class": "input port to async pin",
    },
}
-- final cells by class --
type	count	area [µm²]
well taps	102	128
fillers	802	5680
inverters	2	7.51
clock buffers	8	80.1
repair buffers	47	470
flip-flops and latches	37	927
multi-input cells	41	515
-- power by group --
group	leakage (µW)	switching, µW	internal [µW]
Sequential	0.000437	304	1240
Combinational	0.000420	254	1210
Clock	0.0000395	273	275
Total	0.000896	831	2720
-- Yosys cell counts (all sizes together) --
master / number / area [µm²]
conb: 1 / 3.75
dfrtp: 36 / 901
nor3: 1 / 10.0
o21ai: 2 / 10.0
nand2: 2 / 7.51
dfstp: 1 / 26.3
inv: 2 / 7.51
mux2: 35 / 484
buf: 5 / 52.6
-- layer usage --
metal,vias to the layer above,track usage,share of wire
li1,386,-,-
met1,402,0.0791,0.45
met2,40,0.0809,0.42
met3,2,0.0317,0.12
met4,0,0.00651,0.0029
met5,-,0,0
-- flip-flops by register name, indices dropped and copies added (netlist names), named ones only --
signal / flops
pack_out_data: 32
save_done_sim: 1
pix_count: 2
-- worst max path at each step --
stage                  from           endpoint  slack, ns  cells past startpoint
6_report  pack_out_data[12]  pack_out_data[12]       0.31                      1
5_1_grt   pack_out_data[13]  pack_out_data[13]       0.23                      1
4_1_cts   pack_out_data[12]  pack_out_data[12]       0.28                      1
-- through the flow --
stage	setup WS (ns)	hold WS, ns	utilization
after floorplan	0.710	0.0644	-
after global placement	0.416	0.330	0.262
after detailed placement	0.411	0.326	0.262
after CTS	0.281	0.0136	0.273
after global routing	0.232	0.0288	0.273
final	0.310	0.0137	0.273
-- cells by family (layout without fill, tap and decap cells) --
kind of cell | Yosys count | in the layout | synth area share
flip-flops | 37 | 37 | 0.617
AND-OR/OR-AND | 2 | 2 | 0.00666
buffers and inverters | 7 | 57 | 0.0400
AND/OR/NAND/NOR | 3 | 3 | 0.0117
multiplexers | 35 | 35 | 0.322
other | 1 | 1 | 0.00250
Power is estimated from default activity; no workload was simulated.
